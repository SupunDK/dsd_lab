--- design/flow/run.sh ---
#!/bin/bash
# OpenROAD 26Q1-2900-gdf79404cd8, Yosys 0.63+post, stock flow scripts
make -C /OpenROAD-flow-scripts/flow DESIGN_CONFIG=/design/flow/config.mk WORK_HOME=/design/flow/orfs finish
--- design/flow/config.mk ---
export PLATFORM = sky130hd
export DESIGN_NAME = cascaded_clkdiv_sequential_adder
export DESIGN_NICKNAME = cascaded_clkdiv_sequential_adder
export VERILOG_FILES = /design/flow/design.v
export SDC_FILE = /design/flow/constraint.sdc
export NUM_CORES = 4
export LEC_CHECK = 1
export CORE_UTILIZATION = 40
export SYNTH_HDL_FRONTEND = slang
--- design/flow/constraint.sdc ---
current_design cascaded_clkdiv_sequential_adder

set clk_period 2.7
set clk_io_pct 0.2

create_clock -name clk0 -period $clk_period [get_ports {clk}]

set non_clock_inputs [all_inputs -no_clocks]
set_input_delay [expr $clk_period * $clk_io_pct] -clock clk0 $non_clock_inputs
set_output_delay [expr $clk_period * $clk_io_pct] -clock clk0 [all_outputs]
--- design/flow/design.v ---
module cascaded_clkdiv_sequential_adder (
    input logic [31:0] a,
	input logic [31:0] b,
	input logic cin, clk,
	output logic [31:0] s,
	output logic cout
    );
    logic [31:0] a_saved, b_saved, s_saved;
    logic cin_saved, cout_saved; 
    logic div_clk;
    clk_divider clk_div(
        .in_clk(clk),
        .div_clk(div_clk)
    );
    always_ff@(posedge div_clk) begin
        a_saved <= a;
        b_saved <= b;
        cin_saved <= cin;
        s <= s_saved;
        cout <= cout_saved;
    end
    cascaded_rc_adder adder(
        .a(a_saved),
        .b(b_saved),
        .s(s_saved),
        .cin(cin_saved),
        .cout(cout_saved)
    );
endmodule
module cascaded_rc_adder (
	input logic [31:0] a,
	input logic [31:0] b,
	input logic cin,
	output logic [31:0] s,
	output logic cout);
	logic [4:0] carry;
	genvar i;
    generate
        for (i = 0; i < 4; i = i + 1) begin : adders
            n_bit_rc_adder adder(
                .a(a[8*i + 7 : 8*i]),
                .b(b[8*i + 7 : 8*i]),
                .s(s[8*i + 7 : 8*i]),
                .cin(carry[i]),
                .cout(carry[i+1])
            );
        end
    endgenerate
    assign carry[0] = cin;
    assign cout = carry[4];    
endmodule
module clk_divider #(parameter div_factor=2)(
    input logic in_clk,
    output logic div_clk
);
localparam clen = $clog2(div_factor);
logic [clen:0] counter;
always_ff@(posedge in_clk) begin
    counter <= counter + 1;
end
assign div_clk = counter[clen];
endmodule
module full_adder(input logic a, b, cin, 
						output logic s, cout);
	assign s = a ^ b ^ cin;
	assign cout = (a & b) | (a | b) & cin;
endmodule
module n_bit_rc_adder #(parameter N = 8)
					(input logic [N-1:0] a, b,
					input logic cin,
					output logic [N-1:0] s,
					output logic cout);
	logic [N-1:0] cin_array;
	logic [N-1:0] cout_array;
	logic [N-1:0] sum_array;
	full_adder full_adder_insts [N-1:0]
    (
        .a(a),
        .b(b),
        .s(sum_array),
        .cin(cin_array),
        .cout(cout_array)
    );
	always_comb begin
		for (int i = 1; i < N; i = i+1) begin
			cin_array[i] = cout_array[i-1];
		end
	end
	assign cin_array[0] = cin;
	assign cout = cout_array[N-1];
	assign s = sum_array;
endmodule
==> impl_metrics.py <==
# Metrics from the implementation run
metrics = {
    "placement": {
        "dp_worst_setup_slack_ns": 2.126,
        "placedCellCount": 310,
        "io_buffers": 98,
        "place.gp.congestion": 0.7763,
        "placed_area_mm2": 0.003741,
        "dp_hpwl_um": 2856,
    },
    "global_routing": {
        "grt_start_max_net_pins": 99,
        "antenna_found_initial": 0,
        "grt_use_total": 0.1140,
        "grt_pass1_vias": 1334,
        "grt.overflow.total": 0,
        "grt_pass1_wl_um": 6078,
    },
    "final_layout": {
        "drive_gt1_frac": 0.02119,
        "final_cells": 313,
        "final_util": 0.5923,
        "fill_cells": 476,
        "final_cell_area_mm2": 0.003782,
        "area_delta_synth_final_pct": 42.46,
    },
    "worst_setup_path": {
        "slowest_delay_ns": 0.31,
        "cpMaxStageDelayCell": "dfxtp_1",
        "path_cells": "xor2_1",
        "cp.arrival_ns": 0.67,
        "worstPathRequired_ns": 2.79,
        "crit_family": "flip-flops",
        "endpoint_kind": "flop",
        "crit_path_start_kind": "flop",
        "cp_max_fo": 2,
        "reg2reg_slack_ns": 2.12,
        "path_buffers": 0,
        "criticalPathCategory": "flop to flop",
    },
    "clocking": {
        "clock.latency.late_pin_ns": 0.21,
        "root_buffer": "clkbuf_8",
        "htree_levels": 1,
        "cts_tree": "yes",
        "numCtsBuffers": 3,
        "post_cts_resized": 0,
        "clkTransAtPathRegs_ns": 0.03,
        "cts_setup_buffers": 0,
        "cts_hold_repair.buffers": 0,
        "clock_path_buffers": 2,
    },
    "die": {
        "io_pins": 99,
        "rows": 29,
        "die_w_um": 83.47,
        "coreArea_mm2": 0.006386,
        "chipHeight_um": 83.47,
        "floorplan.core_util": 0.4158,
        "die_area_mm2": 0.006967,
    },
    "outcome": {
        "status": "finished, final reports clean",
    },
    "logic_synthesis": {
        "yosysWarnings": 0,
        "syn_area_per_cell_um2": 19.81,
        "yosysTopAreaCellShare": 0.7540,
        "ys_ff": 100,
        "most_common_cell": "dfxtp_1",
        "synth-main-ff-cell": "dfxtp_1",
        "ys_top_cells_by_count": "dfxtp_1 (100), fa_1 (32), inv_1 (1), xor2_1 (1)",
        "area_leaders": "dfxtp_1 (75%), fa_1 (24%), xor2_1 (0.33%)",
        "yosysCellCount": 134,
        "synth_cells": 134,
        "edf_count": 0,
        "syn_area_mm2": 0.002655,
        "top_area_cell": "dfxtp_1",
        "ys_seq_share": 0.7540,
        "yosys_area_mm2": 0.002655,
        "synthArstFlopShare": 0,
        "yosysUniqueCellTypes": 4,
    },
    "routing": {
        "drc": 0,
        "n_antenna_cell": 0,
        "dr.pass1.iters": 2,
        "postRouteAntennaNets": 0,
        "vias": 1254,
        "routed_via_density": 4.006,
        "drt_iter0_markers": 7,
        "routed_wl_um": 3480,
        "routedWlPerCell_um": 11.12,
    },
    "worst_hold_path": {
        "hold_class": "flop to flop",
    },
    "pwr": {
        "power.density_mw_per_mm2": 64.02,
        "peakVddDrop_uv": 124.7,
        "power_mw": 0.2421,
        "leakage_nw": 1.499,
    },
    "sta": {
        "finalSetupViolCount": 0,
        "hold_viol_final": 0,
        "fmax_mhz": 1726,
        "min_period_ns": 0.5793,
        "fin_ws_ns": 2.121,
        "finalMaxSlewViolations": 0,
        "fin_hold_ws_ns": 0.3881,
        "unclocked_regs": 98,
        "tightest_slew_ns": 0.7707,
        "skew_ns": 0.002870,
        "max_slew_margin": 0.4862,
        "setup_tns_ns": 0,
        "untimed_endpoints": 131,
        "grt_setup_unrepaired": "no",
        "finalClockPeriodUsage": 0.2145,
    },
    "job": {
        "tool_warnings": 25,
        "drv_cap": 0,
    },
}
-- sequential cells by signal, indices dropped and copies added (netlist names) --
signal / count
clk_div.counter: 2
b_saved: 32
cout: 1
cin_saved: 1
a_saved: 32
s: 32
-- area by class of cell --
type | instances | area, µm² | area share
inverters | 1 | 3.754 | 0.0009924
flip-flops and latches | 100 | 2003 | 0.5296
well taps | 77 | 96.34 | 0.02547
clock buffers | 3 | 41.29 | 0.01092
multi-input cells | 33 | 649.4 | 0.1717
repair buffers | 99 | 988.4 | 0.2613
-- path summary, 6_finish.rpt --
path,from,end,cells past startpoint
max reg2reg,clk_div.counter[0]$_DFF_P_,clk_div.counter[1]$_DFF_P_,1
min reg2reg,clk_div.counter[0]$_DFF_P_,clk_div.counter[0]$_DFF_P_,1
min,clk_div.counter[0]$_DFF_P_,clk_div.counter[0]$_DFF_P_,1
max,clk_div.counter[0]$_DFF_P_,clk_div.counter[1]$_DFF_P_,1
-- metal layers --
layer / vias to the layer above / part of all wire / wire [µm] / track usage
met4: 0 / 0 / 0 / 0.004622
met5: - / 0 / 0 / 0
met1: 587 / 0.44 / 1523 / 0.1911
met2: 62 / 0.46 / 1602 / 0.1706
li1: 605 / - / - / -
met3: 0 / 0.10 / 354 / 0.03514
-- where the power goes --
part           total, mW  internal, mW  switching, mW
Clock              0.115        0.0941         0.0212
Combinational     0.0913        0.0806         0.0108
Sequential        0.0355        0.0355              0
-- cells by family (layout without fill, tap and decap cells) --
group,count (synthesis),after routing,synth area share
buffers and inverters,1,103,0.001412
flip-flops,100,100,0.7540
adder cells (fa/ha/maj),32,32,0.2413
XOR/XNOR,1,1,0.003299
-- layout by cell type (no fill, tap or decap) --
master,instances
dfxtp_1,99
buf_4,1
xor2_1,1
clkbuf_8,3
inv_1,1
clkdlybuf4s50_1,98
fa_1,32
dfxtp_2,1
No activity file was given, so power comes from the tool's default toggle rates.
