## config.mk

```make
export PLATFORM = sky130hd
export DESIGN_NAME = pipelined_adder
export DESIGN_NICKNAME = pipelined_adder
export VERILOG_FILES = /design/flow/design.v
export SDC_FILE = /design/flow/constraint.sdc
export NUM_CORES = 4
export LEC_CHECK = 1
export CORE_UTILIZATION = 30
export SYNTH_HDL_FRONTEND = slang
```

## constraint.sdc

```tcl
current_design pipelined_adder

set clk_period 3.6
set clk_io_pct 0.2

create_clock -name clk0 -period $clk_period [get_ports {clk}]

set non_clock_inputs [all_inputs -no_clocks]
set_input_delay [expr $clk_period * $clk_io_pct] -clock clk0 $non_clock_inputs
set_output_delay [expr $clk_period * $clk_io_pct] -clock clk0 [all_outputs]
```

## design.v

```verilog
module full_adder(input logic a, b, cin, 
						output logic s, cout);
	assign s = a ^ b ^ cin;
	assign cout = (a & b) | (a | b) & cin;
endmodule
module n_bit_rc_adder #(parameter N = 8)
					(input logic [N-1:0] a, b,
					input logic cin,
					output logic [N-1:0] s,
					output logic cout);
	logic [N-1:0] cin_array;
	logic [N-1:0] cout_array;
	logic [N-1:0] sum_array;
	full_adder full_adder_insts [N-1:0]
    (
        .a(a),
        .b(b),
        .s(sum_array),
        .cin(cin_array),
        .cout(cout_array)
    );
	always_comb begin
		for (int i = 1; i < N; i = i+1) begin
			cin_array[i] = cout_array[i-1];
		end
	end
	assign cin_array[0] = cin;
	assign cout = cout_array[N-1];
	assign s = sum_array;
endmodule
module pipelined_adder (
	input logic [31:0] a,
	input logic [31:0] b,
	output logic [31:0] s,
	input logic cin, clk, rstn, valid_in,
	output logic cout, valid_out);
	logic [3:0] cin_saved;
	logic	[3:0] cout_saved, valid_saved;
	logic [3:0][31:0] a_saved, b_saved, s_saved;
	genvar i;  
    generate
        for (i = 0; i < 4; i = i + 1) begin : adders
            n_bit_rc_adder adder(
                .a(a_saved[i][8*i + 7 : 8*i]),
                .b(b_saved[i][8*i + 7 : 8*i]),
                .s(s_saved[i][8*i + 7 : 8*i]),
                .cin(cin_saved[i]),
                .cout(cout_saved[i])
            );
        end
    endgenerate
	generate
    	for (i = 1; i < 4; i++) begin: s_shift
			always_ff @(posedge clk) begin
				if (!rstn) s_saved[i][8*i-1 : 0] <= 'b0;
				else s_saved[i][8*i-1 : 0] <= s_saved[i-1][8*i-1 : 0];
			end
		end
	endgenerate
	always_ff @(posedge clk) begin
		if (!rstn) begin
			a_saved <= '{default: '0};
			b_saved <= '{default: '0};
			s <= 'b0;
			cout <= 'b0;
			valid_out <= 'b0;
			cin_saved <= 'b0;
			valid_saved <= 'b0;
		end else begin
			a_saved <= {a_saved[2:0], a};
			b_saved <= {b_saved[2:0], b};
			cin_saved <= {cout_saved[2:0], cin};
			valid_saved <= {valid_saved[2:0], valid_in};
			s <= s_saved[3];
			cout <= cout_saved[3];
			valid_out <= valid_saved[3];
		end
	end
endmodule
```

## run.sh

```bash
#!/bin/bash
# OpenROAD 26Q1-2900-gdf79404cd8, Yosys 0.63+post, stock flow scripts
make -C /OpenROAD-flow-scripts/flow DESIGN_CONFIG=/design/flow/config.mk WORK_HOME=/design/flow/orfs finish
```

==> flow_summary.json <==
{
  "status": "complete, no violations",
  "synthTopCellsByArea": "dfxtp_1 (67%), and2_1 (21%), fa_1 (8.6%)",
  "fin_skew_ns": 0.009396,
  "lay_top_count": "and2_1",
  "slew_headroom_pct": 54.53,
  "ys.flops": 250,
  "cp.required_ns": 4.01,
  "peakVddDrop_mv": 0.2939,
  "ant_nets": 0,
  "die-width_um": 159.9,
  "clock_sinks": 250,
  "cts_buffers": 27,
  "netSwitchingFraction_pct": 19.25,
  "die-area_um2": 25560,
  "share_comb_of_total_power_pct": 3.5,
  "clkTransAtPathRegs_ns": 0.06,
  "cts_root_buf": "clkbuf_16",
  "yosys.area_share.simple_pct": 20.92,
  "total_leakage_power_nw": 3.929,
  "diodes": 0,
  "gp_congestion": 0.7471,
  "tool_warnings": 30,
  "synth_cells": 559,
  "setup_tns_ns": 0,
  "ys_warn_count": 0,
  "clk_latency_ns": 0.52,
  "drv_cap": 0,
  "hold_class": "register to register",
  "synth_area_leader_cell": "dfxtp_1",
  "final_max_slew_viol_count": 0,
  "seq_power_share_pct": 48.6,
  "switchingPower_w": 0.001152,
  "period_used_pct": 98.55,
  "logic_family": "simple AND/OR/NAND/NOR gates",
  "avgSynthCellArea_um2": 13.37,
  "setup_violations": 0,
  "io_pins": 102,
  "postCtsHoldBufs": 0,
  "crit_type": "register to register",
  "cp.arrival_ns": 3.96,
  "crit_fanout": 1,
  "cts_setup_buffers": 0,
  "htree_levels": 1,
  "p_int_w": 0.004833,
  "track_usage_pct": 8.335,
  "gr-total-overflow": 0,
  "ys_seq_share_pct": 66.95,
  "synthAoiAreaFrac_pct": 0,
  "ys_sh_xor_pct": 0,
  "synth-adder-area-share_pct": 8.569,
  "startpoint_type": "register",
  "dr.pass1.iters": 4,
  "rsz0062_at_grt": "true",
  "utilization_pct": 39.74,
  "mux_area_share_pct": 0,
  "wl_per_cell_um": 9.800,
  "grt_max_degree": 135,
  "regArea_um2": 5012,
  "layout-drive-gt1-share_pct": 12.41,
  "coreArea_um2": 24390,
  "fmax_mhz": 281.9,
  "rows": 57,
  "synth_area_um2": 7476,
  "syn_to_final_growth_pct": 29.66,
  "n_fill_cell": 2258,
  "grt_pass1_wl_um": 16840,
  "finalHoldViolCount": 0,
  "drc_errors": 0,
  "ys_area_um2": 7476,
  "ys_cells": 559,
  "dieHeight_um": 159.9,
  "cts_tree": "built",
  "logic_area_um2": 2275,
  "worst_pin_slew_ns": 0.6820,
  "power_frac_clock_pct": 47.9,
  "fin_crit_ns": 3.548,
  "synthDistinctLibCells": 5,
  "fin_area_um2": 9693,
  "antenna_found_initial": 0,
  "hpwl_um": 5952,
  "via_per_inst": 3.618,
  "clock_path_buffers": 3,
  "fp_util_pct": 30.65,
  "drt-total-wl_um": 9888,
  "final_cell_mix": "and2_1 (250), dfxtp_1 (244), clkdlybuf4s50_1 (100)",
  "grt_pass1_vias": 3548,
  "p_per_area_nw_per_um2": 617.5,
  "worst_setup_path_end_kind": "register",
  "io_buffers": 101,
  "place_area_um2": 8720,
  "top_area_share_pct": 66.95,
  "drt-initial-drc-count": 149,
  "vias": 3651
}
[cell type report]
class / count / share of cell area, %
Timing Repair Buffer: 104 / 10.68
Sequential cell: 250 / 51.71
Tap cell: 324 / 4.182
Clock inverter: 13 / 1.923
Clock buffer: 36 / 8.042
Multi-Input combinational cell: 282 / 23.47
[flip-flops by register name (all words and copies together), names as in the netlist]
name and flops:
cout 1, cin_saved 4, s_saved 48, a_saved 80, b_saved 80, valid_out 1, valid_saved 4, s 32
[routing by layer]
layer	vias to the layer above	GRT usage, %	wire, um
met3	28	1.985	512
li1	1904	-	-
met4	0	2.900	432
met5	-	0	0
met1	1642	11.19	4214
met2	77	13.56	4729
[logic make-up after synthesis]
| logic type | count (synthesis) |
|---|---|
| flops | 250 |
| fa+ha+maj | 32 |
| simple gates | 250 |
| buf+inv | 27 |
[timing repair]
item | 4_1_cts | 5_1_grt
cloned | 0 | 0
endpoints found under the setup margin | 8 | 8
resized | 3 | 3
pin swaps | 30 | 21
[Yosys cell counts (all sizes together)]
master / count
and2: 250
dfxtp: 250
fa: 32
buf: 22
clkbuf: 5
[worst max-delay path: stages (launching register included)]
cell     delay, ns
dfxtp_2       0.32
fa_2          0.38
fa_2          0.36
fa_2          0.35
fa_2          0.36
fa_2          0.34
fa_2          0.34
fa_2          0.35
fa_1          0.47
and2_1        0.16
[path summary, 6_finish.rpt]
check	startpoint	slack, ns	to	depth (start not counted)
setup / recovery	cin_saved[3]	0.05	s[31]	9
hold / removal	a_saved[31]	0.42	a_saved[63]	1
hold reg to reg	a_saved[31]	0.42	a_saved[63]	1
setup reg to reg	cin_saved[3]	0.05	s[31]	9
[metrics by stage]
stage          worst slack (ns)  hold WS [ns]  power (W)  std cells
3_3_place_gp           -0.07751        0.4122   0.003184        960
4_1_cts                -0.01926        0.4270   0.006098       1009
5_1_grt                -0.04047        0.4372   0.006255       1009
6_report                0.05234        0.4232   0.005986       1009
3_5_place_dp            -0.1001        0.4130   0.003186        960
2_1_floorplan          -0.02313        0.4057   0.003090        559
[power by group through the flow]
stage         clock network (W)  registers, W  logic (W)
finish                  0.00287       0.00291   0.000208
global route            0.00309       0.00292   0.000239
CTS                     0.00297       0.00291   0.000215
No activity file was given, so power comes from the tool's default toggle rates.
