==> design/flow/config.mk <==
export PLATFORM = sky130hd
export DESIGN_NAME = cascaded_sequential_adder
export DESIGN_NICKNAME = cascaded_sequential_adder
export VERILOG_FILES = /design/flow/design.v
export SDC_FILE = /design/flow/constraint.sdc
export NUM_CORES = 4
export LEC_CHECK = 1
export CORE_UTILIZATION = 30
export SYNTH_HDL_FRONTEND = slang
==> design/flow/constraint.sdc <==
current_design cascaded_sequential_adder

set clk_period 25.9
set clk_io_pct 0.2

create_clock -name clk0 -period $clk_period [get_ports {clk}]

set non_clock_inputs [all_inputs -no_clocks]
set_input_delay [expr $clk_period * $clk_io_pct] -clock clk0 $non_clock_inputs
set_output_delay [expr $clk_period * $clk_io_pct] -clock clk0 [all_outputs]
==> design/flow/design.v <==
module cascaded_cla_adder (
	input logic [31:0] a,
	input logic [31:0] b,
	input logic cin,
	output logic [31:0] s,
	output logic cout);
	logic [4:0] carry;
	genvar i;
    generate
        for (i = 0; i < 4; i = i + 1) begin : adders
            n_bit_cla_adder adder(
                .a(a[8*i + 7 : 8*i]),
                .b(b[8*i + 7 : 8*i]),
                .s(s[8*i + 7 : 8*i]),
                .cin(carry[i]),
                .cout(carry[i+1])
            );
        end
    endgenerate
    assign carry[0] = cin;
    assign cout = carry[4];    
endmodule
`timescale 1ns / 1ps
module cascaded_sequential_adder (
    input logic [31:0] a,
	input logic [31:0] b,
	input logic cin, clk,
	output logic [31:0] s,
	output logic cout
    );
    logic [31:0] a_saved, b_saved, s_saved;
    logic cin_saved, cout_saved; 
    always_ff@(posedge clk) begin
        a_saved <= a;
        b_saved <= b;
        cin_saved <= cin;
        s <= s_saved;
        cout <= cout_saved;
    end
    cascaded_cla_adder adder(
        .a(a_saved),
        .b(b_saved),
        .s(s_saved),
        .cin(cin_saved),
        .cout(cout_saved)
    );
endmodule
module n_bit_cla_adder
 #(parameter N=8)(
    input logic [N-1:0] a, b,
    input logic cin,
    output logic [N-1:0] s,
    output logic cout
);
    logic [N:0] carry;
    assign carry[0] = cin;
    genvar i;
    generate
        for (i = 0; i < N; i = i + 1) begin : cla
            assign carry[i+1] = (a[i] & b[i]) | ( (a[i]^b[i]) & carry[i]);
        end
    endgenerate
	assign cout = carry[N];
	assign s = a^b^carry;
endmodule
==> design/flow/run.sh <==
#!/bin/bash
# OpenROAD 26Q1-2900-gdf79404cd8, Yosys 0.63+post, stock flow scripts
make -C /OpenROAD-flow-scripts/flow DESIGN_CONFIG=/design/flow/config.mk WORK_HOME=/design/flow/orfs finish
==> results.py <==
# Metrics from the implementation run
metrics = {
    "logic_synthesis": {
        "synth_top_cell_by_count": "dfxtp_1",
        "top_cell_area_share_pct": 74.3,
        "syn_area_mm2": 0.00264,
        "synth-main-ff-cell": "dfxtp_1",
        "avgSynthCellArea_um2": 18.9,
        "yosys_warnings": 0,
        "netlist_top_cells_count": "dfxtp_1, fa_1, inv_1",
        "postSynthCellCount": 140,
        "ys_top_cells_by_area": "dfxtp_1, fa_1, inv_1",
        "ys_seq_share_pct": 74.3,
        "yosys_register_bits": 98,
        "ys_cells": 140,
        "synth-async-reset-ratio_pct": 0,
        "top_area_cell": "dfxtp_1",
        "edf_count": 0,
        "synth.distinct_cells": 3,
        "yosysChipArea_mm2": 0.00264,
    },
    "sta": {
        "max_freq_mhz": 71.2,
        "final_hold_viol_count": 0,
        "worstMarginPinSlew_ns": 0.154,
        "finalClockSkew_ns": 0.00642,
        "period_used_pct": 54.2,
        "period_minus_slack_ns": 14.04,
        "slew_violations": 0,
        "worst_slack_ns": 11.86,
        "rsz0062_at_grt": "no",
        "tns_ns": 0,
        "relSlewSlack_pct": 89.7,
        "setup_viol": 0,
    },
    "setup_path": {
        "crit_slowest_cell": "fa_1",
        "start_kind": "flop",
        "crit_top_cell": "fa_1",
        "crit_required_ns": 26.19,
        "critPathMaxStageDelay_ns": 0.47,
        "end_kind": "flop",
        "timing_worst_setup_path_type": "flop to flop",
        "cp_max_fo": 1,
        "crit_arrival_ns": 14.34,
    },
    "placement": {
        "gp_congestion": 0.694,
        "post-dp-hpwl_um": 2810,
        "dpl_cell_area_mm2": 0.00375,
        "port_buffers": 98,
        "dp_slack_ns": 11.65,
    },
    "clock_tree": {
        "cts_made_buffers": 9,
        "cts_max_level": 3,
        "cts_tree": "yes",
        "cts_resized": 0,
        "clk_pin_slew_ns": 0.08,
        "cts-root-buf": "clkbuf_8",
        "post-cts-setup-buffers": 0,
        "cts_buffer_depth": 2,
        "ctsHoldBuffers": 0,
        "clock_sinks": 98,
        "clk_latency_ns": 0.34,
    },
    "routing": {
        "antenna-diode-count": 0,
        "wl_per_cell_um": 10.2,
        "drt_drc_violations_left": 0,
        "ant_nets": 0,
        "via_per_inst": 3.60,
        "drt_iter0_drc": 19,
        "dr.pass1.iters": 2,
        "routed_wl_um": 3660,
        "vias": 1288,
    },
    "floorplan": {
        "io_pins": 99,
        "initCoreUtil_pct": 31.5,
        "die_h_um": 95.8,
        "die_area_mm2": 0.00918,
        "rows": 33,
        "die_w_um": 95.8,
        "coreArea_mm2": 0.00838,
    },
    "final_layout": {
        "areaGrowthSynthToFinish_pct": 49.5,
        "drive_above_1_share_pct": 5.53,
        "utilization_pct": 47.1,
        "final_area_mm2": 0.00395,
        "fill_cells": 739,
    },
    "pwr": {
        "power.share.sequential_pct": 56.8,
        "peakVddDrop_v": 0.0000327,
        "powerDensity_mw_per_mm2": 76.8,
        "leakagePower_nw": 1.58,
        "p_clk_share_pct": 31.0,
        "switching_share_pct": 19.8,
        "power.switching_mw": 0.0600,
        "p_comb_share_pct": 12.2,
        "p_int_mw": 0.243,
    },
    "flow_run": {
        "maxCapViolations": 0,
        "tool_warnings": 25,
    },
    "global_routing": {
        "antenna_found_initial": 0,
        "grt_pass1_vias": 1393,
        "grt_use_total_pct": 9.13,
        "grt.overflow.total": 0,
        "grt_max_degree": 16,
        "grt_pass1_wl_um": 6020,
    },
    "outcome": {
        "outcome": "completed",
    },
    "worst_hold_path": {
        "min_path_type": "flop to flop",
    },
}
worst max-delay path: cells and delay by family, from the launching register on:
kind	cells	cell delay, ns
flops	1	0.30
buf+inv	4	0.25
fa+ha+maj	32	13.45
routing by layer:
metal	track usage, %	wire [um]	up-vias
li1	-	-	630
met1	11.7	1410	596
met2	13.9	1690	57
met5	0	0	-
met4	1.24	57	0
met3	5.70	497	5
registers in the layout (all words and copies together) (netlist names):
register   count
s             32
b_saved       32
cin_saved      1
a_saved       32
cout           1
power groups by stage:
stage                 Clock (mW)  Sequential (mW)  Combinational, mW
final                     0.0941            0.172             0.0370
after CTS                 0.0995            0.172             0.0383
after global routing       0.108            0.174             0.0428
cell usage in the layout (no fill, tap or decap), drive strengths merged:
cell type / n
clkdlybuf4s50: 98
dfxtp: 98
clkbuf: 11
fa: 32
inv: 10
clkinvlp: 3
bufinv: 1
cells by family after synthesis:
group	share of synthesized area, %
flops	74.3
fa+ha+maj	24.3
buf+inv	1.42
final timing paths:
kind	depth (start not counted)	to	from	slack [ns]
max	36	s[31]	a_saved[0]	11.86
min	1	s[11]	b_saved[11]	0.49
max reg2reg	36	s[31]	a_saved[0]	11.86
min reg2reg	1	s[11]	b_saved[11]	0.49
final cells by class:
cell class | instances | area, um^2 | area share (%)
Clock inverter | 4 | 52.6 | 1.33
Timing Repair Buffer | 98 | 981 | 24.9
Clock buffer | 11 | 141 | 3.58
Tap cell | 105 | 131 | 3.33
Sequential cell | 98 | 1960 | 49.7
Inverter | 10 | 37.5 | 0.951
Multi-Input combinational cell | 32 | 641 | 16.2
through the flow:
stage                     hold slack (ns)  std cells  total power, mW
after floorplan                     0.472        140            0.180
after global placement              0.475        343            0.214
after detailed placement            0.481        343            0.214
after CTS                           0.494        358            0.310
after global routing                0.500        358            0.325
final                               0.493        358            0.303
Power and IR drop assume default switching activity.
